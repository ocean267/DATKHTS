$ cat flow/config.mk
export PLATFORM = sky130hd
export DESIGN_NAME = lcd_write_cmd_data
export DESIGN_NICKNAME = lcd_write_cmd_data
export VERILOG_FILES = /design/flow/design.v
export SDC_FILE = /design/flow/constraint.sdc
export NUM_CORES = 4
export LEC_CHECK = 1
export CORE_UTILIZATION = 50
$ cat flow/constraint.sdc
current_design lcd_write_cmd_data

set clk_period 4.8
set clk_io_pct 0.2

create_clock -name clk0 -period $clk_period [get_ports {clk_1MHz}]

set non_clock_inputs [all_inputs -no_clocks]
set_input_delay [expr $clk_period * $clk_io_pct] -clock clk0 $non_clock_inputs
set_output_delay [expr $clk_period * $clk_io_pct] -clock clk0 [all_outputs]
$ cat flow/design.v
module i2c_writeframe(
    input       clk_1MHz,                
    input       rst_n,                   
    input       en_write,                
    input       start_frame,             
    input       stop_frame,              
    input [7:0] data,                    
    inout       sda,                     
    output reg  scl,                     
    output      done,                    
    output reg  sda_en                   
);
    localparam  DELAY       = 10;        
    reg [20:0]  cnt;                     
    reg         cnt_clr;                 
    localparam  WaitEn      = 0,         
                PreStart    = 1,         
                Start       = 2,         
                AfterStart  = 3,         
                PreWrite    = 4,         
                WriteLow    = 5,         
                WriteHigh   = 6,         
                WriteDone   = 7,         
                WaitAck     = 8,         
                Ack1        = 9,         
                Ack2        = 10,        
                AckDone     = 11,        
                PreStop     = 12,        
                Stop        = 13,        
                Done        = 14;        
    reg [3:0]   state, next_state;
    reg [3:0]   bit_cnt;                 
    reg         sda_out;                 
    wire        sda_in;                  
    assign sda = sda_en ? (~sda_out ? 1'b0 : 1'bz) : 1'bz;
    assign sda_in = sda;
    always @(posedge clk_1MHz, negedge rst_n) begin
        if (!rst_n)
            cnt <= 21'd0;
        else if (cnt_clr)
            cnt <= 21'd0;
        else
            cnt <= cnt + 1'b1;
    end
    always @(posedge clk_1MHz, negedge rst_n) begin
        if (!rst_n)
            state <= WaitEn;
        else
            state <= next_state;
    end
    always @(*) begin
        if (!rst_n)
            next_state <= WaitEn;            
        else begin
            case (state)
                WaitEn:     next_state = en_write ? (start_frame ? PreStart : PreWrite) : WaitEn;
                PreStart:   next_state = (cnt == DELAY) ? Start : PreStart;
                Start:      next_state = (cnt == DELAY) ? AfterStart : Start;
                AfterStart: next_state = (cnt == DELAY) ? WriteLow : AfterStart;
                PreWrite:   next_state = (cnt == DELAY) ? WriteLow : PreWrite;
                WriteLow:   next_state = (cnt == DELAY) ? WriteHigh : WriteLow;
                WriteHigh:  next_state = (cnt == DELAY && bit_cnt == 4'd8) ? WriteDone : ((cnt == DELAY) ? WriteLow : WriteHigh);
                WriteDone:  next_state = (cnt == DELAY) ? WaitAck : WriteDone;
                WaitAck:    next_state = (sda_in == 1'b0) ? Ack1 : WaitAck;
                Ack1:       next_state = (cnt == DELAY) ? Ack2 : Ack1;
                Ack2:       next_state = (cnt == DELAY) ? AckDone : Ack2;
                AckDone:    next_state = (cnt == DELAY) ? (stop_frame ? PreStop : Done) : AckDone;
                PreStop:    next_state = (cnt == DELAY) ? Stop : PreStop;
                Stop:       next_state = (cnt == DELAY) ? Done : Stop;
                Done:       next_state = WaitEn;
            endcase
        end
    end   
    always @(posedge clk_1MHz, negedge rst_n) begin
        if (!rst_n) begin                    
            sda_en  <= 1'b1;                       
            cnt_clr <= 1'b1;            
        end else begin
            case (state)
                WaitEn: begin
                    sda_en  <= 1'b1;         
                    cnt_clr <= 1'b1;         
                end
                PreStart: begin
                    sda_out <= 1'b1;                                 
                    scl     <= 1'b1;        
                    cnt_clr <= (cnt == DELAY-1) ? 1'b1 : 1'b0;       
                end
                Start: begin
                    sda_out <= 1'b0;                                 
                    cnt_clr <= (cnt == DELAY-1) ? 1'b1 : 1'b0;       
                end
                AfterStart: begin
                    scl     <= 1'b0;                                 
                    cnt_clr <= (cnt == DELAY-1) ? 1'b1 : 1'b0;       
                end
                PreWrite: begin
                    cnt_clr <= (cnt == DELAY-1) ? 1'b1 : 1'b0;       
                end
                WriteLow: begin
                    scl     <= 1'b0;                                 
                    sda_out <= data[7-(bit_cnt-1)] ? 1'b1 : 1'b0;    
                    cnt_clr <= (cnt == DELAY-1) ? 1'b1 : 1'b0;       
                end
                WriteHigh: begin
                    scl     <= 1'b1;                                 
                    cnt_clr <= (cnt == DELAY-1) ? 1'b1 : 1'b0;       
                end
                WriteDone: begin
                    scl     <= 1'b0;                                 
                    sda_en  <= 1'b0;                                 
                    cnt_clr <= (cnt == DELAY-1) ? 1'b1 : 1'b0;       
                end
                WaitAck: begin
                    cnt_clr <= 1'b1;                                 
                end
                Ack1: begin
                    scl     <= 1'b1;                                 
                    cnt_clr <= (cnt == DELAY-1) ? 1'b1 : 1'b0;       
                end
                Ack2: begin
                    scl     <= 1'b0;                                 
                    cnt_clr <= (cnt == DELAY-1) ? 1'b1 : 1'b0;       
                end
                AckDone: begin      
                    cnt_clr <= (cnt == DELAY-1) ? 1'b1 : 1'b0;       
                end
                PreStop: begin
                    scl     <= 1'b1;                                 
                    cnt_clr <= (cnt == DELAY-1) ? 1'b1 : 1'b0;       
                end   
                Stop: begin
                    sda_en  <= 1'b1;                                 
                    sda_out <= 1'b1;                                 
                    cnt_clr <= (cnt == DELAY-1) ? 1'b1 : 1'b0;       
                end
                Done: begin
                    cnt_clr <= 1'b1;                                 
                end
            endcase
        end
    end
    always @(posedge clk_1MHz, negedge rst_n) begin
        if (!rst_n)
            bit_cnt <= 4'd0;
        else begin
            case (state)
                WriteLow:   bit_cnt <= (cnt == 1'b0) ? bit_cnt + 1'b1 : bit_cnt;     
                WaitEn:     bit_cnt <= 4'd0;
                Done:       bit_cnt <= 4'd0;
                default:    bit_cnt <= bit_cnt;
            endcase
        end
    end
    assign done = (state == Done);
endmodule
module lcd_write_cmd_data(
    input       clk_1MHz,                    
    input       rst_n,                       
    input [7:0] data,                        
    input       cmd_data,                    
    input       ena,                         
    input [6:0] i2c_addr,                    
    inout       sda,                         
    output      scl,                         
    output      done,                        
    output      sda_en
);
    localparam  DELAY               = 50;    
    reg [20:0]  cnt;                         
    reg         cnt_clr;                     
    localparam  WaitEn              = 0,     
                Write_Addr          = 1,     
                Wait_AddrDone       = 2,     
                Write_HighNibble1   = 3,     
                Wait_High1Done      = 4,     
                Delay_CMD1          = 5,     
                Write_HighNibble2   = 6,     
                Wait_High2Done      = 7,     
                Write_LowNibble1    = 8,     
                Wait_Low1Done       = 9,     
                Delay_CMD2          = 10,    
                Write_LowNibble2    = 11,    
                Wait_Low2Done       = 12,    
                Done                = 13;    
    reg [3:0]   state, next_state;
    reg         en_write;                    
    wire        en_i2cwrite = en_write;
    wire        i2c_done;                    
    reg [7:0]   i2c_data;                    
    reg         start_frame;                 
    reg         stop_frame;                  
    always @(posedge clk_1MHz, negedge rst_n) begin
        if (!rst_n)
            cnt <= 21'd0;
        else if (cnt_clr)
            cnt <= 21'd0;
        else
            cnt <= cnt + 1'b1;
    end
    always @(posedge clk_1MHz, negedge rst_n) begin
        if (!rst_n)
            state <= WaitEn;
        else
            state <= next_state;
    end
    always @(*) begin
        if (!rst_n)
            next_state = WaitEn;                 
        else begin
            case (state)
                WaitEn:             next_state = ena ? Write_Addr : WaitEn;
                Write_Addr:         next_state = Wait_AddrDone;
                Wait_AddrDone:      next_state = i2c_done ? Write_HighNibble1 : Wait_AddrDone;
                Write_HighNibble1:  next_state = Wait_High1Done;
                Wait_High1Done:     next_state = i2c_done ? Delay_CMD1 : Wait_High1Done;
                Delay_CMD1:         next_state = (cnt == DELAY) ? Write_HighNibble2 : Delay_CMD1;
                Write_HighNibble2:  next_state = Wait_High2Done;
                Wait_High2Done:     next_state = i2c_done ? Write_LowNibble1 : Wait_High2Done;
                Write_LowNibble1:   next_state = Wait_Low1Done;
                Wait_Low1Done:      next_state = i2c_done ? Delay_CMD2 : Wait_Low1Done;
                Delay_CMD2:         next_state = (cnt == DELAY) ? Write_LowNibble2 : Delay_CMD2;
                Write_LowNibble2:   next_state = Wait_Low2Done;
                Wait_Low2Done:      next_state = i2c_done ? Done : Wait_Low2Done;
                Done:               next_state = WaitEn;
            endcase
        end
    end
    always @(posedge clk_1MHz, negedge rst_n) begin
        if (!rst_n) begin                    
            i2c_data <= 8'd0;
            en_write <= 1'b0;
            cnt_clr  <= 1'b1;
        end else begin
            case (state)
                WaitEn: begin
                    i2c_data    <= 8'd0;
                    en_write    <= 1'b0;
                    cnt_clr     <= 1'b1;
                end
                Write_Addr: begin
                    start_frame <= 1'b1;                 
                    stop_frame  <= 1'b0;
                    i2c_data    <= {i2c_addr, 1'b0};     
                    en_write    <= 1'b1;                 
                end
                Wait_AddrDone: begin
                    en_write    <= 1'b0;                 
                end
                Write_HighNibble1: begin
                    start_frame <= 1'b0;
                    stop_frame  <= 1'b0;
                    i2c_data    <= (data & 8'hF0) | 8'h0C | cmd_data;
                    en_write    <= 1'b1;                 
                end
                Wait_High1Done: begin
                    en_write    <= 1'b0;                 
                end
                Delay_CMD1: begin
                    cnt_clr     <= 1'b0;                 
                end
                Write_HighNibble2: begin
                    start_frame <= 1'b0;
                    stop_frame  <= 1'b0;
                    i2c_data    <= ((data & 8'hF0) | 8'h0C | cmd_data) & 8'hFB;
                    en_write    <= 1'b1;                 
                    cnt_clr     <= 1'b1;                 
                end
                Wait_High2Done: begin
                    en_write    <= 1'b0;                 
                end
                Write_LowNibble1: begin              
                    start_frame <= 1'b0;
                    stop_frame  <= 1'b0;
                    i2c_data    <= ((data & 8'h0F) << 4) | 8'h0C | cmd_data;
                    en_write    <= 1'b1;                
                end
                Wait_Low1Done: begin
                    en_write    <= 1'b0;                 
                end
                Delay_CMD2: begin
                    cnt_clr     <= 1'b0;                 
                end
                Write_LowNibble2: begin
                    start_frame <= 1'b0;
                    stop_frame  <= 1'b1;                 
                    i2c_data    <= (((data & 8'h0F) << 4) | 8'h0C | cmd_data) & 8'hFB;
                    en_write    <= 1'b1;                 
                    cnt_clr     <= 1'b1;                 
                end
                Wait_Low2Done: begin
                    en_write    <= 1'b0;                 
                end
            endcase
        end
    end
    assign done = (state == Done);
    i2c_writeframe i2c_writframe_inst(
        .clk_1MHz   (clk_1MHz),
        .rst_n      (rst_n),
        .en_write   (en_i2cwrite),
        .start_frame(start_frame),
        .stop_frame (stop_frame),
        .data       (i2c_data),
        .sda        (sda),
        .scl        (scl),
        .done       (i2c_done),
        .sda_en     (sda_en)
    );
endmodule
$ cat flow/run.sh
#!/bin/bash
# OpenROAD 26Q1-2900-gdf79404cd8, Yosys 0.63+post, stock flow scripts
make -C /OpenROAD-flow-scripts/flow DESIGN_CONFIG=/design/flow/config.mk WORK_HOME=/design/flow/orfs finish
==> out/metrics.cfg <==
[finish]
layout-drive-gt1-share_pct=7.04
final_cells=511
regArea_mm2=0.00167
post-route-cell-area_mm2=0.00401
fill_cells=654
utilization_pct=55.3
comb_area_mm2=0.00193
area_growth_pct=6.94

[clock_network]
h-tree-depth=3
cts_hold_buf=0
post_cts_buffers=0
numCtsBuffers=9
clk_pin_slew_ns=0.07
tritoncts=built
cts.repair.resized=0
cts-root-buf=clkbuf_8
cts.path.max_buffers=2
insertion_delay_ns=0.34

[floorplanning]
initCoreUtil_pct=51.7
io_pins=23
core-area_mm2=0.00725
die-area_mm2=0.00785
die_h_um=88.6
die_x_um=88.6
num_rows=31

[yosys]
synthAoiAreaFrac_pct=13.9
syn_area_mm2=0.00375
synth.distinct_cells=57
synthArstFlopShare_pct=84.1
yosys.area_share.simple_pct=26.9
ys_warn_count=4
edf_count=3
ys_sh_xor_pct=5.37
logic_family=simple AND/OR/NAND/NOR gates
flop_cell=dfrtp_1
avgSynthCellArea_um2=9.15
ys_area_mm2=0.00375
yosys_cells=410
ys_ff=69
mux_area_share_pct=2.03
syn_inst=410
synth_adder_area_share_pct=3.20

[power_and_ir_drop]
ir_drop_mv=0.166
leakagePower_nw=1.55
power_density_mw_per_mm2=232
power_uw=932

[global_route]
grt_overflow_total=0
antenna_found_initial=0
grt_pass1_wl_mm=12.4
track_usage_pct=20.9
grt_pass1_vias=2575
grt_max_degree=39

[critical_path]
critPathMaxStageDelay_ns=0.64
critPathKind=reg2out
cp-start-kind=register
critPathRequiredTime_ns=3.84
cp_max_fo=15
worstSetupEndpointType=output port
crit_arrival_ns=1.89
crit_chain=inv_1, nor3_1, clkdlybuf4s50_1
crit_path_top_delay_cell=dfrtp_1

[drt]
antennaDiodeCount=0
post_drt_wl_per_cell_um=14.3
drt-initial-drc-count=136
viasPerCell=5.68
routed_wl_mm=7.32
detail-route-antenna-nets=0
via_count=2900
first_pass_iters=4
drc=0

[placement]
post-place-cells=495
dpl_cell_area_mm2=0.00384
dp_slack_ns=2.32
dp_hpwl_mm=4.77
gp_congestion=0.872
io_buffers=5

[timing]
rsz0062_at_grt=no
timing.hold.ws_ns=0.515
relSlewSlack_pct=50.2
setup_slack_ns=1.95
finalMaxSlewViolations=0
fin_tns_setup_ns=0
fin_skew_ns=0.0102
period_used_pct=59.4
hold_violations=0
untimed_endpoints=16
timing.fmax_ghz=0.351
period_needed_ns=2.85
unclocked_regs=8
setup_viol=0
tightestPinTransition_ns=0.747

[flow_run]
warning_count=46
drv_cap=0

[min_path]
hold_path_class=reg2reg

[outcome]
status=finished, final reports clean

final timing paths:
kind,cells after the start,slack [ns],startpoint,to
max,3,1.95,state[0],done
min,1,0.52,cnt[0],cnt[0]
max reg2reg,4,2.61,i2c_writframe_inst.state[0],i2c_writframe_inst.bit_cnt[3]
min reg2reg,1,0.52,cnt[0],cnt[0]
max in group asynchronous,2,3.13,rst_n,i2c_writframe_inst.cnt_clr
min in group asynchronous,1,0.68,rst_n,i2c_writframe_inst.state[2]
synthesized netlist by cell type (3+ instances only):
master	number	area (um^2)
nor2_1	40	150
a21boi_0	3	22.5
o21ai_0	12	60.1
xnor2_1	11	96.3
o31ai_1	13	97.6
mux2_2	3	33.8
nand4_1	12	75.1
or4_1	15	113
o21a_1	5	37.5
xor2_1	12	105
nor3b_1	3	22.5
ha_1	8	100
a21oi_1	28	140
nand2b_1	5	31.3
nand2_1	24	90.1
nor2b_1	11	68.8
o2111ai_1	3	26.3
nor4_1	13	81.3
dfstp_2	3	78.8
nor3_1	9	45.0
or3_1	5	31.3
inv_1	19	71.3
and4_1	8	70.1
and2_1	5	31.3
nand3_1	18	90.1
clkbuf_1	17	63.8
dlxtn_1	8	120
dfrtp_1	55	1380
edfxtp_1	3	90.1
a21o_1	4	30.0
area by class of cell:
type | count | share of cell area [%]
clock buffers | 10 | 3.18
repair buffers | 6 | 1.31
well taps | 99 | 3.09
clock inverters | 6 | 0.998
inverters | 19 | 1.78
multi-input cells | 302 | 48.1
flip-flops and latches | 69 | 41.5
cell families after synthesis:
group	count (synthesis)
and+or+nand+nor	181
muxes	6
DFF	61
other	1
AOI/OAI and AO/OA	81
adders and majority gates	10
latches	8
buffers and inverters	39
xor gates and xnor gates	23
metal layers:
metal  share of wire, %  GRT usage [%]
met5                  0              0
met4               0.75           1.61
met3                3.3           4.16
met2                 46           32.5
met1                 50           33.2
placed cells by master (no fill, tap or decap), types with 9 or more instances in the layout:
cell type / Yosys / final
nand4_1: 12 / 12
nand3_1: 18 / 18
nand2_1: 24 / 24
nor2_1: 40 / 40
nor3_1: 9 / 9
dfrtp_1: 55 / 55
or4_1: 15 / 15
o21ai_0: 12 / 12
nor2b_1: 11 / 11
o31ai_1: 13 / 13
xnor2_1: 11 / 11
inv_1: 19 / 19
nor4_1: 13 / 13
a21oi_1: 28 / 28
clkbuf_8: 0 / 9
xor2_1: 12 / 12
state kept, by name (all words and copies together) (netlist names):
register                       count
i2c_writframe_inst.next_state      4
i2c_writframe_inst.bit_cnt         4
i2c_writframe_inst.cnt            21
i2c_writframe_inst.cnt_clr         1
en_write                           1
i2c_writframe_inst.scl             1
i2c_writframe_inst.sda_en          1
state                              4
cnt_clr                            1
start_frame                        1
stop_frame                         1
i2c_writframe_inst.state           4
next_state                         4
cnt                               21
critical path: cells and delay by family, from the launching register on:
family                 cells  cell delay, ns
buffers and inverters      2            0.70
DFF                        1            0.64
and+or+nand+nor            1            0.21
report_power, final:
part,switching (mW),internal (mW)
registers,0.0000607,0.517
clock network,0.214,0.185
logic,0.0124,0.00303
total,0.226,0.706
