**flow/design.v**
```verilog
module lcd_display(
    input           clk_1MHz,                
    input           rst_n,                   
    input           ena,                     
    input           done_write,              
    input  [127:0]  row1,                    
    input  [127:0]  row2,                    
    output reg [7:0] data,                   
    output          cmd_data,                
    output reg      ena_write                
);
    localparam DELAY = 50;     
    localparam  WaitEn    = 0,
                Write     = 1,
                WaitWrite = 3,
                WaitDelay = 4,
                Done      = 5;
    reg [2:0] state, next_state;
    reg [20:0] cnt;        
    reg        cnt_clr;    
    wire [7:0] cmd_data_array [0:39];
    assign cmd_data_array[0]  = 8'h02;     
    assign cmd_data_array[1]  = 8'h28;     
    assign cmd_data_array[2]  = 8'h0C;     
    assign cmd_data_array[3]  = 8'h06;     
    assign cmd_data_array[4]  = 8'h01;     
    assign cmd_data_array[5]  = 8'h80;     
    assign cmd_data_array[22] = 8'hC0;     
    generate
        genvar i;
        for (i = 1; i < 17; i = i + 1) begin: for_name
            assign cmd_data_array[22 - i] = row1[(i*8)-1 -: 8];  
            assign cmd_data_array[39 - i] = row2[(i*8)-1 -: 8];  
        end
    endgenerate
    reg [5:0] ptr;   
    assign cmd_data = (ptr <= 6'd6 || ptr == 6'd23) ? 1'b0 : 1'b1;
    always @(posedge clk_1MHz or negedge rst_n) begin
        if (!rst_n)
            cnt <= 21'd0;
        else if (cnt_clr)
            cnt <= 21'd0;
        else 
            cnt <= cnt + 1'b1;
    end
    always @(posedge clk_1MHz or negedge rst_n) begin
        if (!rst_n)
            state <= WaitEn;
        else
            state <= next_state;
    end
    always @(*) begin
        if (!rst_n)
            next_state = WaitEn;
        else begin
            case (state)
                WaitEn: begin
                    next_state = ena ? Write : WaitEn;
                end
                Write: begin
                    next_state = WaitWrite;
                end
                WaitWrite: begin
                    next_state = done_write ? WaitDelay : WaitWrite;
                end
                WaitDelay: begin
                    next_state = (cnt == DELAY) ? ((ptr == 6'd39) ? Done : Write) : WaitDelay;
                end
                Done: begin
                    next_state = (cnt == DELAY) ? WaitEn : Done;
                end
                default: next_state = WaitEn;
            endcase
        end
    end
    always @(posedge clk_1MHz or negedge rst_n) begin
        if (!rst_n) begin
            cnt_clr   <= 1'b1;
            ena_write <= 1'b0;
            data      <= 8'd0;
        end else begin
            case (state)
                WaitEn: begin
                    cnt_clr   <= 1'b1;  
                    ena_write <= 1'b0;  
                end
                Write: begin
                    cnt_clr   <= 1'b1;  
                    data      <= cmd_data_array[ptr];  
                    ena_write <= 1'b1;  
                end
                WaitWrite: begin
                    ena_write <= 1'b0;  
                end
                WaitDelay: begin
                    cnt_clr   <= 1'b0;  
                    ena_write <= 1'b0;
                end
                Done: begin
                    cnt_clr   <= 1'b1;  
                    ena_write <= 1'b0;
                end
                default: begin
                    cnt_clr   <= 1'b0;
                    ena_write <= 1'b0;
                end
            endcase
        end
    end
    always @(posedge clk_1MHz or negedge rst_n) begin
        if (!rst_n)
            ptr <= 6'd0;
        else if (state == Write)
            ptr <= ptr + 1'b1;
        else if (state == Done)
            ptr <= 6'd0;
    end
endmodule
```
**flow/run.sh**
```bash
#!/bin/bash
# OpenROAD 26Q1-2900-gdf79404cd8, Yosys 0.63+post, stock flow scripts
make -C /OpenROAD-flow-scripts/flow DESIGN_CONFIG=/design/flow/config.mk WORK_HOME=/design/flow/orfs finish
```
**flow/config.mk**
```make
export PLATFORM = sky130hd
export DESIGN_NAME = lcd_display
export DESIGN_NICKNAME = lcd_display
export VERILOG_FILES = /design/flow/design.v
export SDC_FILE = /design/flow/constraint.sdc
export NUM_CORES = 4
export LEC_CHECK = 1
export CORE_AREA = 10 10 150 150
export DIE_AREA = 0 0 160 160
```
**flow/constraint.sdc**
```tcl
current_design lcd_display

set clk_period 2.8
set clk_io_pct 0.2

create_clock -name clk0 -period $clk_period [get_ports {clk_1MHz}]

set non_clock_inputs [all_inputs -no_clocks]
set_input_delay [expr $clk_period * $clk_io_pct] -clock clk0 $non_clock_inputs
set_output_delay [expr $clk_period * $clk_io_pct] -clock clk0 [all_outputs]
```
==> results.json <==
{
  "status": "finished clean",
  "fa_ha_area_frac": 0.0178,
  "use_met2": 0.383,
  "required_ns": 2.97,
  "grt_max_degree": 40,
  "core_um2": 19400,
  "setup_ws_ns": 0.0331,
  "synth-main-ff-cell": "dfrtp_1",
  "grt_pass1_wl_mm": 43.0,
  "xor_area_frac": 0.0331,
  "clkPwrFrac": 0.208,
  "syn_area_um2": 4230,
  "switching_share": 0.373,
  "io_pins": 270,
  "met3_usage": 0.0480,
  "hold_path.class": "in2async",
  "final_antenna_net_count": 0,
  "fin_hold_ws_ns": 0.284,
  "yosys.area_share.aoi": 0.309,
  "grt_usage": 0.230,
  "setup_tns_ns": 0,
  "ys_cells": 532,
  "openroad.warnings": 29,
  "worst_setup_hold_path_clk_slew_ns": 0.07,
  "io_buffers": 269,
  "h-tree-depth": 2,
  "drc": 0,
  "root_buffer": "clkbuf_16",
  "yosysTopAreaCell": "dfrtp_1",
  "worstSetupEndpointType": "flop",
  "area_growth_pct": 81.0,
  "dieArea_um2": 25600,
  "pwr_density_cell_nw_per_um2": 371,
  "cts.sinks": 42,
  "grt_setup_unrepaired": "false",
  "ctsLongestPathBuffers": 2,
  "power_frac_comb": 0.521,
  "tightest_slew_ns": 0.799,
  "ys_warn_count": 9,
  "die_w_um": 160,
  "r2r-end": "data[4]",
  "place_congestion": 1.01,
  "max_freq_mhz": 361,
  "num_vias": 5817,
  "ir_drop_v": 0.000234,
  "clock_latency_ns": 0.29,
  "slew_headroom": 0.464,
  "clock_skew_ns": 0.00802,
  "final_layout_size_suffix_gt1_frac": 0.105,
  "finalPower_mw": 2.84,
  "overflow": 0,
  "final.min_clock_period_ns": 2.77,
  "cts_tree": "yes",
  "worstSetupStartpointType": "flop",
  "cp_data_arrival_time_ns": 2.94,
  "numCtsBuffers": 5,
  "synth.area.mux_share": 0.0127,
  "edf_count": 0,
  "hold_viol_final": 0,
  "use_met1": 0.289,
  "wl_per_cell_um": 28.0,
  "syn_inst": 532,
  "yosysTopAreaCellShare": 0.237,
  "async_reset_ff_frac": 1.00,
  "cellLeakagePower_nw": 2.90,
  "cts_resized": 1,
  "p_int_mw": 1.78,
  "crit-reg2reg-launch": "ptr[0]",
  "die_h_um": 160,
  "post-route-period-util": 0.988,
  "rows": 51,
  "pre_cts_ws_ns": 0.0716,
  "cts_setup_buffers": 0,
  "syn-mean-instance-area_um2": 7.95,
  "fp_util": 0.218,
  "seq_power_share": 0.272,
  "ys_types": 69,
  "final_util": 0.395,
  "via_per_inst": 5.30,
  "timing.reg2reg.worst_path_depth": 8,
  "crit_path_max_fanout": 7,
  "critPathKind": "reg2reg",
  "area_leaders": "dfrtp_1, a22oi_1, nor2_1",
  "p_sw_mw": 1.06,
  "grt_pass1_vias": 5852,
  "yosysSeqAreaShare": 0.249,
  "logic_family": "simple AND/OR/NAND/NOR gates",
  "wl_mm": 30.7,
  "ys_chip_area_um2": 4230,
  "drtIter0Drc": 474,
  "grt_antenna_before_repair": 6,
  "drt_pre_antenna_iters": 6,
  "ys.flops": 42,
  "ctsHoldBuffers": 0,
  "dpl.hpwl_mm": 25.8,
  "setup_viol": 0,
  "synthSimpleGateAreaFrac": 0.325,
  "drv_slew": 0,
  "top_usage_layer": "met2",
  "rrSetupSlack_ns": 0.03,
  "maxCapViolations": 0
}
## Yosys cell counts, drive strengths merged (14+ instances only)
| cell | instances |
|---|---|
| a22oi | 91 |
| nor2 | 47 |
| nand2 | 41 |
| dfrtp | 40 |
| nand3 | 23 |
| and3 | 21 |
| buf | 21 |
| nand4 | 19 |
| o21ai | 18 |
| nor3 | 16 |
| clkbuf | 14 |
## power by group through the flow
stage | Sequential (mW) | Clock, mW | Combinational, mW
CTS | 0.770 | 0.602 | 1.47
global route | 0.785 | 0.623 | 1.59
finish | 0.772 | 0.590 | 1.48
## cells in the final DEF, fill, tap and decap left out, drive strengths merged, types with 4 or more instances in the layout
| cell type | netlist | routed |
|---|---|---|
| nor4 | 8 | 8 |
| a2111oi | 9 | 9 |
| buf | 21 | 53 |
| xnor2 | 5 | 5 |
| nor2b | 8 | 8 |
| ha | 6 | 6 |
| nor3 | 16 | 16 |
| xor2 | 11 | 11 |
| nor4b | 4 | 4 |
| o21ai | 18 | 18 |
| clkbuf | 14 | 6 |
| nand3 | 23 | 23 |
| nand2 | 41 | 41 |
| and4 | 5 | 5 |
| diode | 0 | 6 |
| a221oi | 5 | 5 |
| a22o | 5 | 5 |
| a21oi | 13 | 13 |
| or3 | 5 | 5 |
| inv | 9 | 9 |
| nand4 | 19 | 19 |
| and3b | 4 | 4 |
| a31oi | 7 | 7 |
| and3 | 21 | 21 |
| clkdlybuf4s50 | 0 | 268 |
| and2 | 9 | 9 |
| nor3b | 7 | 7 |
| a22oi | 91 | 91 |
| nand2b | 13 | 13 |
| dfrtp | 40 | 40 |
| nor2 | 47 | 47 |
## sequential cells by signal, indices dropped and copies added (netlist names)
name and cells:
state 5, cnt_clr 1, ptr 6, data 8
ena_write 1, cnt 21
## critical path, stage by stage (launching register included)
cell,delay (ns)
dfrtp_1,0.43
ha_1,0.33
and2_1,0.29
and3_1,0.22
a2111oi_0,0.56
nand3_1,0.14
nor4_1,0.45
buf_4,0.18
o22ai_1,0.05
## through the flow
stage	area, um2	cells
final	7660	1097
after global routing	7660	1097
after CTS	7620	1091
after detailed placement	7470	1083
after global placement	7470	1083
after floorplan	4230	532
## cells by family (layout without fill, tap and decap cells)
group | Yosys count | count (layout)
muxes | 5 | 5
xor gates and xnor gates | 16 | 16
and+or+nand+nor | 243 | 243
DFF | 42 | 42
adders and majority gates | 6 | 6
AOI/OAI and AO/OA | 176 | 176
buffers and inverters | 44 | 338
other | 0 | 6
## worst max-delay path by stage
stage	from	endpoint
4_1_cts	ptr[1]	data[2]
6_report	ptr[0]	data[4]
5_1_grt	ptr[0]	data[2]
## layer usage
layer / vias to the layer above / share of wire
li1: 2674 / -
met1: 2764 / 0.40
met2: 325 / 0.48
met3: 54 / 0.078
met4: 0 / 0.041
met5: - / 0
## layout make-up
class,count,area (um2)
Tap cell,265,332
Fill cell,1980,11700
Clock buffer,6,129
Sequential cell,42,1050
Clock inverter,2,13.8
Timing Repair Buffer,321,3100
Antenna cell,6,15.0
Multi-Input combinational cell,446,2980
Inverter,9,33.8
No activity file was given, so power comes from the tool's default toggle rates.
